--- flow/run.sh ---
#!/bin/bash
# OpenROAD 26Q1-2900-gdf79404cd8, Yosys 0.63+post, stock flow scripts
make -C /OpenROAD-flow-scripts/flow DESIGN_CONFIG=/design/flow/config.mk WORK_HOME=/design/flow/orfs finish
--- flow/config.mk ---
export PLATFORM = sky130hd
export DESIGN_NAME = arb_vrp
export DESIGN_NICKNAME = arb_vrp
export VERILOG_FILES = /design/flow/design.v
export SDC_FILE = /design/flow/constraint.sdc
export NUM_CORES = 4
export LEC_CHECK = 1
export CORE_UTILIZATION = 30
export SYNTH_HDL_FRONTEND = slang
--- flow/constraint.sdc ---
current_design arb_vrp

set clk_period 10.0
set clk_io_pct 0.2

create_clock -name clk0 -period $clk_period [get_ports {clk}]

set non_clock_inputs [all_inputs -no_clocks]
set_input_delay [expr $clk_period * $clk_io_pct] -clock clk0 $non_clock_inputs
set_output_delay [expr $clk_period * $clk_io_pct] -clock clk0 [all_outputs]
--- flow/design.v ---
module arb_matrix #(
    parameter WIDTH=4
)(
    input   [WIDTH-1:0]   vv_matrix [WIDTH-1:0],
    input   [WIDTH-1:0]   v_vld,
    output  [WIDTH-1:0]   v_grant
);
logic [WIDTH-1:0] select_onehot;
genvar i;
generate
    for(i=0;i<WIDTH;i=i+1) begin: select_onehot_
        assign select_onehot[i] =  (~|(v_vld&vv_matrix[i])) && v_vld[i]; 
    end 
endgenerate
assign v_grant = select_onehot;
endmodule
module arb_vrp #(
    parameter MODE      = 3,  
    parameter HSK_MODE  = 1,  
    parameter WIDTH     = 4,
    parameter PRIORITY  = {WIDTH{1'b0}},
    parameter PLD_WIDTH = 32
)(
    input                       clk,
    input                       rst_n,
    input   [WIDTH-1:0]         v_vld_s,
    output  [WIDTH-1:0]         v_rdy_s,
    input   [PLD_WIDTH-1:0]     v_pld_s   [WIDTH-1:0],
    output                      vld_m,
    input                       rdy_m,
    output  [PLD_WIDTH-1:0]     pld_m
);
logic [WIDTH-1:0]       v_grant;
logic [WIDTH-1:0]       v_vld;
logic [WIDTH-1:0]       v_rdy;
logic [PLD_WIDTH-1:0]   m_pld;
logic                   m_vld;
assign v_vld = v_vld_s;
assign v_rdy_s = v_grant & {WIDTH{rdy_m}};
assign m_vld = |v_vld_s;
generate 
    if(HSK_MODE==0) begin
        assign vld_m   = m_vld;
        assign pld_m   = m_pld;
    end else if(HSK_MODE==1) begin 
        logic                   vld_m_r;
        logic [PLD_WIDTH-1:0]   pld_m_r;
        assign vld_m   = vld_m_r;
        assign pld_m   = pld_m_r;
        always @(posedge clk or negedge rst_n) begin 
            if(~rst_n) vld_m_r  <= 1'b0;
            else       vld_m_r  <= m_vld;
        end 
        always @(posedge clk or negedge rst_n) begin 
            if(~rst_n) pld_m_r  <= 1'b0;
            else       pld_m_r  <= m_pld;
        end 
    end else begin 
        assign vld_m   = m_vld;
        assign pld_m   = m_pld;
    end 
endgenerate
real_mux_onehot #(
    .WIDTH(WIDTH),
    .PLD_WIDTH(PLD_WIDTH)
) u_mux (
    .select_onehot(v_grant),
    .v_pld(v_pld_s),
    .select_pld(m_pld)
);
generate
    if(MODE==0) begin 
        arb_fp #(
            .WIDTH(WIDTH)
        ) u_arb (
            .v_vld      (v_vld),
            .v_priority (PRIORITY),
            .v_grant    (v_grant)
        );
    end else if(MODE==1) begin 
        arb_rr #(
            .WIDTH(WIDTH)
        ) u_arb (
            .clk        (clk),
            .rst_n      (rst_n),
            .v_vld      (v_vld),
            .v_grant    (v_grant)
        );
    end else if(MODE==2) begin 
        logic               alloc_en;
        logic [WIDTH-1:0]   v_alloc;
        logic [WIDTH-1:0]   vv_matrix [WIDTH-1:0];
        assign alloc_en = rdy_m&&vld_m; 
        assign v_alloc  = v_grant;
        age_matrix #(
            .WIDTH(WIDTH)
        ) u_matrix (
            .clk        (clk),
            .rst_n      (rst_n),
            .alloc_en   (alloc_en),
            .v_alloc    (v_alloc),
            .vv_matrix  (vv_matrix)
        );
        arb_matrix #(
            .WIDTH(WIDTH)
        ) u_arb (
            .vv_matrix  (vv_matrix),
            .v_vld      (v_vld),
            .v_grant    (v_grant)
        );
    end else if(MODE==3) begin 
        logic               alloc_en;
        logic [WIDTH-1:0]   v_alloc;
        logic [WIDTH-1:0]   vv_matrix [WIDTH-1:0];
        assign alloc_en = rdy_m&&vld_m; 
        assign v_alloc  = v_grant;
        tree_plru #(
            .WIDTH(WIDTH)
        ) u_matrix (
            .clk        (clk),
            .rst_n      (rst_n),
            .alloc_en   (alloc_en),
            .v_alloc    (v_alloc),
            .vv_matrix  (vv_matrix)
        );
        arb_matrix #(
            .WIDTH(WIDTH)
        ) u_arb (
            .vv_matrix  (vv_matrix),
            .v_vld      (v_vld),
            .v_grant    (v_grant)
        );
    end else begin 
        arb_rr #(
            .WIDTH(WIDTH)
        ) u_arb (
            .clk        (clk),
            .rst_n      (rst_n),
            .v_vld      (v_vld),
            .v_grant    (v_grant)
        );
    end
endgenerate
endmodule
module real_mux_onehot #(
    parameter WIDTH     =4,
    parameter PLD_WIDTH =32
)(
    input  [WIDTH-1:0]       select_onehot,
    input  [PLD_WIDTH-1:0]   v_pld [WIDTH-1:0],
    output [PLD_WIDTH-1:0]   select_pld
);
logic [WIDTH-1:0]       v_pld_rev         [PLD_WIDTH-1:0];
logic [WIDTH-1:0]       v_pld_rev_select  [PLD_WIDTH-1:0]; 
logic [PLD_WIDTH-1:0]   pld_rev_select;
genvar i,j;
generate
    for(i=0;i<WIDTH;i=i+1) begin: row
        for(j=0;j<PLD_WIDTH;j=j+1) begin: col 
            assign v_pld_rev[j][i] = v_pld[i][j];
        end 
    end
endgenerate
genvar k;
generate
    for(k=0;k<PLD_WIDTH;k=k+1) begin: PLD_WIDTH_ 
        assign v_pld_rev_select[k] = v_pld_rev[k] & select_onehot;
    end
endgenerate
genvar l;
generate
    for(l=0;l<PLD_WIDTH;l=l+1) begin: select_
        assign pld_rev_select[l] = |v_pld_rev_select[l];
    end 
endgenerate
assign select_pld = pld_rev_select;
endmodule 
module tree_plru #(
    parameter WIDTH = 4,
    parameter DEPTH = $clog2(WIDTH)
)(
    input                     clk,
    input                     rst_n,
    input                     alloc_en,
    input        [WIDTH-1:0]  v_alloc,
    output logic [WIDTH-1:0]  vv_matrix [WIDTH-1:0]
);
logic [WIDTH-2:0] node;
genvar i,j;
generate
    for(i=0;i<DEPTH;i=i+1) begin: level_
        for(j=0;j<2**i;j=j+1) begin: offset_
            if(i==DEPTH-1) begin
                always @(posedge clk or negedge rst_n) 
                    if(~rst_n)        node[2**i+j-1] <= 1'b0;
                    else if(alloc_en) node[2**i+j-1] <= (node[2**i+j-1]||v_alloc[2*j])&&~v_alloc[2*j+1];
            end else begin
                always @(posedge clk or negedge rst_n) 
                    if(~rst_n)        node[2**i+j-1] <= 1'b0;    
                    else if(alloc_en) node[2**i+j-1] <= (node[2**i+j-1]||(|v_alloc[j*2**(DEPTH-i)+2**(DEPTH-i-1)-1:j*2**(DEPTH-i)]))&&~(|v_alloc[(j+1)*2**(DEPTH-i)-1:j*2**(DEPTH-i)+2**(DEPTH-i-1)]);
            end
        end 
    end 
endgenerate
genvar k,l;
generate
    for(l=0;l<$clog2(WIDTH);l=l+1) begin: level
        for(k=0;k<2**($clog2(WIDTH)-1-l);k=k+1) begin: offset
            for(i=0;i<2**l;i=i+1) begin: row
                for(j=0;j<2**l;j=j+1) begin: colunm
                        assign vv_matrix[i+k*2**(l+1)][j+2**l+k*2**(l+1)]=node[2**($clog2(WIDTH)-1-l)+k-1];
                end 
            end 
        end
    end
endgenerate
generate
    for(i=0;i<WIDTH;i=i+1) begin: row_ 
        for(j=0;j<WIDTH;j=j+1) begin: column_ 
            if(i>j) begin 
                assign vv_matrix[i][j] = ~vv_matrix[j][i];
            end else if(i==j) begin 
                assign vv_matrix[i][j] = 1'b0;
            end 
        end 
    end 
endgenerate
endmodule
==> results.toml <==
# implementation run metrics
[critical_path]
critPathRequiredTime_ns = 8.00
cp-start-kind = "input port"
critPathCaptureType = "output port"
critPathArrivalTime_ns = 4.15
crit_top_cell = "clkdlybuf4s50_1"
slowest_stage = "nand2_2"
crit_chain = "clkdlybuf4s50_1 > buf_4 > nand2_2 > and4_1 > clkdlybuf4s50_1"
r2r_cells = 4
r2r_start = "genblk2.u_matrix.vv_matrix[2]"
rrSetupSlack_ns = 8.44
regToRegEndpoint = "genblk2.u_matrix.vv_matrix[1]"
slowest_delay_ns = 0.50
path_max_fanout = 37
path_class = "in -> out"

[yosys]
syn_area_mm2 = 0.00223
top_area_share_pct = 40.4
yosysWarnings = 0
most_common_cell = "nand4_1"
avgSynthCellArea_um2 = 8.65
synth_cell_types = 23
synth_cells = 258
ys.flop_type = "dfrtp_1"
async_flop_share_pct = 100
yosys-stat-cells = 258
area_leaders = "dfrtp_1 (40%), nand4_1 (36%), nand3_1 (7.4%)"
edf_count = 0
top_area_cell = "dfrtp_1"
ys_area_mm2 = 0.00223
numSynthFlops = 36
synth.cells.most_frequent = "nand4_1 (128), dfrtp_1 (36), nand3_1 (33), buf_2 (23), clkbuf_1 (11)"
ys_seq_share_pct = 40.4

[floorplan]
chipArea_mm2 = 0.00779
die_w_um = 88.3
core-area_mm2 = 0.00721
die_y_um = 88.3
pin_count = 172
std_cell_rows = 31
initCoreUtil_pct = 30.9

[clock_network]
clkTransAtPathRegs_ns = 0.07
cts_root_buffer = "clkbuf_8"
cts.sinks = 36
cts_setup_buffers = 0
clk_path_buf_depth = 2
cts.htree.levels = 2
cts_made_buffers = 5
cts_tree = "done"
ctsHoldBuffers = 0
insertion_delay_ns = 0.28
cts_resized = 0

[final_timing]
worst_hold_slack_ns = 0.561
final-max-slew-violation-count = 0
setup_viol = 0
fin_crit_sh_pct = 61.5
tns_ns = 0
rsz0062_at_grt = "false"
worst_pin_slew_ns = 0.663
maxClockFrequency_ghz = 0.163
period_minus_slack_ns = 6.15
slew-limit-headroom_pct = 55.6
hold_viol = 0
fin_ws_ns = 3.85
fin_skew_ns = 0.00260

[hold_path]
hp-start = "genblk2.u_matrix.vv_matrix[1]"
holdPathEnd = "genblk2.u_matrix.vv_matrix[1]"
hold_path_depth = 1
hold_path.class = "reg -> reg"

[placed_design]
hpwl_um = 6200
place_ws_ns = 3.87
gp_congestion = 0.930
port_buffers = 171

[job]
log.warning_count = 25
cap_viol_max_count = 0

[route]
num_vias = 2850
drc = 0
via_per_inst = 5.64
routedWlPerCell_um = 18.3
first_iter_violations = 247
postRouteAntennaNets = 0
diodes = 0
dr.pass1.iters = 5
wirelength_um = 9250

[grt]
overflow = 0
antenna_found_initial = 0
grt_usage_pct = 24.3
grt_start_max_net_pins = 70
grt_pass1_wl_um = 14100
grt_pass1_vias = 2702

[pwr]
leakagePower_nw = 1.50
ir_drop_mv = 0.0897
powerDensity_mw_per_mm2 = 142

[finish]
drive_gt1_share_pct = 4.93
flow.area_growth_from_synthesis_pct = 79.7

[run_status]
status = "finished, final reports clean"
==> logic make-up (layout without fill, tap and decap cells) <==
family          after synthesis  count (layout)  share of synthesized area, %
buf+inv                      40             188                          9.36
compound gates                8               8                          3.59
flops                        36              36                          40.4
simple gates                174             174                          46.7
==> worst max path at each step <==
stage	start	endpoint	slack, ns	cells after the start
after global routing	v_vld_s[3]	v_rdy_s[2]	3.72	5
final	v_vld_s[3]	v_rdy_s[2]	3.85	5
after CTS	v_vld_s[3]	v_rdy_s[2]	3.87	5
==> through the flow <==
stage	power, mW	utilization, %	cells	area (um^2)
2_1_floorplan	0.316	-	258	2230
6_report	0.570	55.6	505	4010
3_3_place_gp	0.466	54.4	497	3920
4_1_cts	0.574	55.6	505	4010
5_1_grt	0.610	55.6	505	4010
3_5_place_dp	0.465	54.4	497	3920
==> flip-flops by register name, summed over array words and instances (netlist names) <==
register / flops
pld_m: 32
genblk2.u_matrix.vv_matrix: 3
vld_m: 1
==> layout by cell type (no fill, tap or decap), types with 2 or more instances in the layout <==
| cell | n |
|---|---|
| dfrtp_1 | 36 |
| clkbuf_1 | 2 |
| nand2b_1 | 2 |
| nand2_1 | 2 |
| clkbuf_8 | 6 |
| nor2_1 | 3 |
| nand4_1 | 128 |
| and4_1 | 3 |
| buf_4 | 9 |
| clkdlybuf4s50_1 | 170 |
| nand3_1 | 33 |
==> power breakdown <==
part	total [mW]	switching, mW	internal, mW
Clock	0.108	0.0516	0.0562
Combinational	0.266	0.121	0.145
Sequential	0.197	0.0138	0.183
Total	0.570	0.186	0.384
==> routing by layer <==
| layer | global-route usage (%) | vias to the layer above | wire [um] | part of all wire [%] |
|---|---|---|---|---|
| met5 | 0 | - | 0 | 0 |
| met1 | 33.1 | 1313 | 3800 | 41 |
| met4 | 5.13 | 0 | 228 | 2.5 |
| met3 | 5.30 | 19 | 975 | 11 |
| li1 | - | 1343 | - | - |
| met2 | 40.4 | 175 | 4250 | 46 |
==> area by class of cell <==
type | instances | area [um^2]
fill | 680 | 3200
timing repair buffer | 180 | 1770
multi-input combinational | 182 | 1120
sequential | 36 | 901
tap | 99 | 124
clock buffer | 8 | 90.1
==> worst max-delay path: cells and delay by family <==
family / cells / cell delay (ns)
simple gates: 2 / 0.90
buf+inv: 3 / 1.24
Power figures rest on the tool's default switching activity, not on a simulated workload.
