File: design/flow/run.sh
#!/bin/bash
# OpenROAD 26Q1-2900-gdf79404cd8, Yosys 0.63+post, stock flow scripts
make -C /OpenROAD-flow-scripts/flow DESIGN_CONFIG=/design/flow/config.mk WORK_HOME=/design/flow/orfs finish
File: design/flow/config.mk
export PLATFORM = sky130hd
export DESIGN_NAME = arb_vrp_matrix
export DESIGN_NICKNAME = arb_vrp_matrix
export VERILOG_FILES = /design/flow/design.v
export SDC_FILE = /design/flow/constraint.sdc
export NUM_CORES = 4
export LEC_CHECK = 1
export CORE_AREA = 10 10 95 95
export DIE_AREA = 0 0 105 105
export SYNTH_HDL_FRONTEND = slang
File: design/flow/constraint.sdc
current_design arb_vrp_matrix

set clk_period 5.8
set clk_io_pct 0.2

create_clock -name clk0 -period $clk_period

set non_clock_inputs [all_inputs -no_clocks]
set_input_delay [expr $clk_period * $clk_io_pct] -clock clk0 $non_clock_inputs
set_output_delay [expr $clk_period * $clk_io_pct] -clock clk0 [all_outputs]
File: design/flow/design.v
module arb_vrp_matrix #(
    parameter WIDTH=4,
    parameter PLD_WIDTH=32
)(
    input                       clk,
    input                       rst_n,
    input   [WIDTH-1:0]         vv_matrix [WIDTH-1:0],
    input   [WIDTH-1:0]         v_vld_s,
    output  [WIDTH-1:0]         v_rdy_s,
    input   [PLD_WIDTH-1:0]     v_pld_s   [WIDTH-1:0],
    output                      vld_m,
    input                       rdy_m,
    output  [PLD_WIDTH-1:0]     pld_m
);
logic [WIDTH-1:0]       select_onehot;
logic [PLD_WIDTH-1:0]   select_pld;
genvar i;
generate
    for(i=0;i<WIDTH;i=i+1) begin: select_onehot_
        assign select_onehot[i] =  (~|(v_vld_s&vv_matrix[i])) && (rdy_m && v_vld_s[i]); 
    end 
endgenerate
real_mux_onehot #(
    .WIDTH(WIDTH),
    .PLD_WIDTH(PLD_WIDTH)
) u_mux (
    .select_onehot  (select_onehot),
    .v_pld          (v_pld_s),
    .select_pld     (select_pld)
);
assign vld_m = |v_vld_s;
assign pld_m = select_pld;
assign v_rdy_s = select_onehot;
endmodule
module real_mux_onehot #(
    parameter WIDTH     =4,
    parameter PLD_WIDTH =32
)(
    input  [WIDTH-1:0]       select_onehot,
    input  [PLD_WIDTH-1:0]   v_pld [WIDTH-1:0],
    output [PLD_WIDTH-1:0]   select_pld
);
logic [WIDTH-1:0]       v_pld_rev         [PLD_WIDTH-1:0];
logic [WIDTH-1:0]       v_pld_rev_select  [PLD_WIDTH-1:0]; 
logic [PLD_WIDTH-1:0]   pld_rev_select;
genvar i,j;
generate
    for(i=0;i<WIDTH;i=i+1) begin: row
        for(j=0;j<PLD_WIDTH;j=j+1) begin: col 
            assign v_pld_rev[j][i] = v_pld[i][j];
        end 
    end
endgenerate
genvar k;
generate
    for(k=0;k<PLD_WIDTH;k=k+1) begin: PLD_WIDTH_ 
        assign v_pld_rev_select[k] = v_pld_rev[k] & select_onehot;
    end
endgenerate
genvar l;
generate
    for(l=0;l<PLD_WIDTH;l=l+1) begin: select_
        assign pld_rev_select[l] = |v_pld_rev_select[l];
    end 
endgenerate
assign select_pld = pld_rev_select;
endmodule 
==> flow_summary.json <==
{
  "status": "complete, no violations",
  "swShare": 0.410,
  "drc": 0,
  "routed_wirelength_um": 11700,
  "rows": 30,
  "warnings": 34,
  "finalCritPeriodShare": 0.816,
  "groute.usage.overall": 0.198,
  "synthToLayoutAreaGrowth_pct": 103,
  "coreArea_um2": 6910,
  "tns_ps": 0,
  "dp.cells": 530,
  "end_kind": "primary output",
  "internal_power_mw": 0.140,
  "postSynthAreaPerCell_um2": 6.20,
  "drt-initial-drc-count": 166,
  "worstSetupStartpointType": "input port",
  "grt_pass1_vias": 2921,
  "hold_viol_final": 0,
  "ioPinCount": 188,
  "final_layout_size_suffix_gt1_frac": 0.0369,
  "antenna_found_initial": 0,
  "vias": 3013,
  "ys_types": 12,
  "port_buffers": 186,
  "ys_cells": 284,
  "critPathArrivalTime_ps": 3570,
  "clockPowerShare": 0,
  "wl_met2_um": 5510,
  "synth_cells": 284,
  "grt_max_degree": 55,
  "seqCellArea_um2": 0,
  "post-cts-setup-buffers": 0,
  "die_x_um": 105,
  "fp-utilization": 0.255,
  "fill_cells": 708,
  "hold_ws_ps": 3280,
  "grt_pass1_wl_um": 18200,
  "post-route-util": 0.517,
  "crit_fanout": 33,
  "period_minus_slack_ps": 4730,
  "slew_headroom": 0.532,
  "cp.required_ps": 4640,
  "dpl.hpwl_um": 8270,
  "postCtsResizedCells": 0,
  "die_h_um": 105,
  "firstDrtPassIters": 4,
  "clock_buffers": 0,
  "power.density_nw_per_um2": 66.6,
  "routed_via_density": 5.68,
  "holdBufCountCts": 0,
  "wl_met1_um": 5010,
  "diodes": 0,
  "route.met3.wl_um": 1050,
  "worst_pin_slew_ps": 699,
  "seq_cells": 0,
  "hold_path.class": "in2out",
  "p_leak_nw": 1.18,
  "report.final.slew_viol_count": 0,
  "top_layer_used": "met4",
  "synth_area_um2": 1760,
  "switching_power_mw": 0.0976,
  "ys_area_um2": 1760,
  "p_comb_frac": 1.000,
  "power_mw": 0.238,
  "wire_per_inst_um": 22.0,
  "antenna_left": 0,
  "maxCapViolations": 0,
  "finalSetupViolCount": 0,
  "ir_drop_mv": 0.0223,
  "path_class": "in2out",
  "yosys_warnings": 0,
  "ys_seq_frac": 0,
  "place_congestion": 0.869,
  "max_freq_ghz": 0.211,
  "rsz0062_at_grt": "no",
  "layout.cells.non_filler": 530,
  "grt-ovfl-total": 0,
  "die_area_um2": 11000,
  "seq_power_share": 0
}
cell usage after synthesis:
| library cell | instances | area (µm²) |
|---|---|---|
| a222oi_1 | 4 | 40.0 |
| and3_1 | 2 | 12.5 |
| and4b_1 | 2 | 20.0 |
| buf_1 | 1 | 3.75 |
| buf_2 | 4 | 20.0 |
| buf_6 | 7 | 78.8 |
| clkbuf_1 | 31 | 116 |
| clkbuf_4 | 3 | 22.5 |
| dlygate4sd1_1 | 3 | 26.3 |
| nand4_1 | 160 | 1000 |
| nor2b_1 | 66 | 413 |
| or4_1 | 1 | 7.51 |
power by group through the flow:
| stage | sequential, mW | clock (mW) | combinational (mW) |
|---|---|---|---|
| after global routing | 0 | 0 | 0.256 |
| after CTS | 0 | 0 | 0.239 |
| final | 0 | 0 | 0.238 |
final timing paths:
check,slack [ps],to,cells after the start,from
worst max-delay path,1070,pld_m[13],6,v_vld_s[1]
worst min-delay path,3280,pld_m[27],4,v_pld_s[59]
cell families after synthesis:
family | synth area share
buffers and inverters | 0.152
AND-OR/OR-AND | 0.0227
AND/OR/NAND/NOR | 0.825
stage by stage:
stage,setup WS (ps),instance area [µm²]
finish,1070,3570
global route,864,3570
detailed placement,1070,3570
CTS,1050,3570
global placement,1090,3570
floorplan,2300,1760
worst max-delay path, stage by stage:
cell and delay (ps):
clkdlybuf4s50_1 720, a222oi_1 440, buf_4 440, nand4_1 180, nand4_1 130, clkdlybuf4s50_1 490
routing by layer:
layer / global-route usage / vias to the layer above
li1: - / 1455
met1: 0.268 / 1400
met2: 0.319 / 152
met3: 0.0528 / 6
met4: 0.0157 / 0
met5: 0 / -
cell type report:
type / instances / area (µm²) / area share
well taps: 96 / 120 / 0.0336
repair buffers: 199 / 1950 / 0.547
multi-input cells: 235 / 1500 / 0.419
cell usage in the layout, fill, tap and decap left out:
cell	synthesis	layout
a222oi_1	4	4
and3_1	2	2
and4b_1	2	2
buf_2	4	1
buf_4	0	13
clkdlybuf4s50_1	0	185
nand4_1	160	160
nor2b_1	66	64
nor2b_2	0	2
or4_1	1	1
Power figures rest on the tool's default switching activity, not on a simulated workload.
