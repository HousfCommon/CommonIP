$ cat config.mk
export PLATFORM = sky130hd
export DESIGN_NAME = vrp_fifo
export DESIGN_NICKNAME = vrp_fifo
export VERILOG_FILES = /design/flow/design.v
export SDC_FILE = /design/flow/constraint.sdc
export NUM_CORES = 4
export LEC_CHECK = 1
export CORE_UTILIZATION = 30
export SYNTH_HDL_FRONTEND = slang
$ cat constraint.sdc
current_design vrp_fifo

set clk_period 6.9
set clk_io_pct 0.2

create_clock -name clk0 -period $clk_period [get_ports {clk}]

set non_clock_inputs [all_inputs -no_clocks]
set_input_delay [expr $clk_period * $clk_io_pct] -clock clk0 $non_clock_inputs
set_output_delay [expr $clk_period * $clk_io_pct] -clock clk0 [all_outputs]
$ cat design.v
module vrp_fifo #(
    parameter PLD_WIDTH     = 32,
    parameter DEPTH         = 8,
    parameter PNTR_WDITH    = $clog2(DEPTH) 
)(
    input                   clk,
    input                   rst_n,
    input                   vld_s,
    output                  rdy_s,
    input [PLD_WIDTH-1:0]   pld_s, 
    output                  vld_m,
    output [PLD_WIDTH-1:0]  pld_m,
    input                   rdy_m
);
logic [PLD_WIDTH-1:0] mem_r [DEPTH-1:0];
logic [PNTR_WDITH:0] pntr_w;
logic [PNTR_WDITH:0] pntr_r;
logic full, empty;
assign full  = pntr_r=={~pntr_w[PNTR_WDITH],pntr_w[PNTR_WDITH-1:0]};
assign empty = pntr_r==pntr_w;
assign pld_m = mem_r[pntr_r[PNTR_WDITH-1:0]];
assign vld_m = !empty;
always @(posedge clk or negedge rst_n) begin 
    if(~rst_n) pntr_r <= {PNTR_WDITH{1'b0}};
    else if(vld_m&&rdy_m) pntr_r <= pntr_r + 1'b1;
end
assign rdy_s = !full;
always @(posedge clk or negedge rst_n) begin 
    if(~rst_n) pntr_w <= {PNTR_WDITH{1'b0}};
    else if(vld_s&&rdy_s) pntr_w <= pntr_w + 1'b1;
end 
always @(posedge clk) begin 
    if(vld_s&&rdy_s) mem_r[pntr_w] <= pld_s;
end 
endmodule 
$ cat run.sh
#!/bin/bash
# OpenROAD 26Q1-2900-gdf79404cd8, Yosys 0.63+post, stock flow scripts
make -C /OpenROAD-flow-scripts/flow DESIGN_CONFIG=/design/flow/config.mk WORK_HOME=/design/flow/orfs finish
==> summary.txt <==
Flow results.

- The post-route fraction of the period consumed by the critical path is 70.94%.
- The first element of the critical path is pntr_r[0]$_DFFE_PN0P_.
- The final critical delay including setup and external delays is 4.895 ns.
- The cell resize tally after clock tree synthesis is 0.
- Row generation in the floorplan step produced 67 rows.
- The final layout contains routed wiring with a total length of 19770 um.
- Data on the critical path is required at its endpoint by 5.52 ns.
- Global routing used 18.86% of the available met2 tracks.
- The portion of the post-synthesis area used by sequential elements is 75.97%.
- In this run the layout overhead on the synthesized area is reported as 20.62%.
- The design draws 5.297 mW.
- The number of primary I/O pins is 70.
- The last timing report of the flow puts the setup violation total at 0.
- The synthesized flop and latch total is 264.
- Across the routed clock network, the largest skew measured is 0.01548 ns.
- Summed over all failing endpoints, the final setup total negative slack is 0 ns.
- Buffers placed on the I/O ports in this run total 69.
- The clock-pin slew of the registers on the worst-case setup and hold paths is 0.06 ns.
- TritonCTS created 26 clock buffers.
- Per STA, the worst path is made up of buf_4 -> mux4_1 -> mux2_4 -> clkdlybuf4s50_1.
- The share of cells above drive strength 1 is 30.54%.
- The biggest cell delay along the critical path is 0.87 ns.
- Across the VDD grid, the largest voltage drop is 211.8 uV.
- The number of warnings in the stage logs is 25.
- The first-pass GRT wire length is 30510 um.
- The most common logic cell in the final layout is edfxtp_1.
- The power density relative to cell area is 423.0 nW/um^2.
- The critical path in this run is classified as reg2out.
- Looking at hold timing, the worst path starts from pntr_w[3]$_DFFE_PN0P_.
- The report shows a maximum critical-path fanout of 36.
- The number of clock sinks is 264.
- Checking hold timing, the worst path is listed with class reg2reg.
- Dividing the synthesized area by the synthesized cell count gives 24.09 um^2.
- The number of antenna cells inserted is 0.
- The met1 capacity usage during global routing is 15.20%.
- By instance count after routing, the leading logic cell types are edfxtp_1, clkdlybuf4s50_1, mux4_2.
- The global routing usage summed across all routing layers is 12.41%.
- The maximum achievable frequency is 204.3 MHz.
- The chip area in the Yosys report is 10380 um^2.
- The static power due to leakage is 4.008 nW.
- For this sky-water flow run, the detailed-routed wirelength per cell is reported as 20.07 um.
- The via count of the first global-routing pass is 5291.
- In the global route stage, met3 resource usage came out at 8.570%.
- The post-CTS hold buffer count recorded in the log is 0.
- The gate count of the mapped netlist is 431.
- The most heavily used metal layer in global routing is met2.
- The initial utilization of the core area, before any placement, comes to 30.73%.
- The endpoint arrival time on the critical path is 3.52 ns.
- The synthesized netlist was found by Yosys to have 431 cells.
- CTS reports a maximum clock tree buffer depth of 3.
- Buffers added to address setup during post-CTS repair amount to 0.
- The critical path launch point type is a register.
- TritonRoute reported its final design rule violation total as 0.
- Once iteration 0 of detailed routing completed, the report listed 278 DRC markers.
- The floorplan step set the die height to 188.0 um.
- In the placement report, post-DP HPWL is listed as 11270 um.
- Per the layout report, the design carries 2972 filler cells.
- Clock tree synthesis selected as its root buffer the cell clkbuf_16.
- For the pin with the worst max-slew slack, the measured transition is 0.9118 ns.
- For this run, the number of Yosys warnings is 0.
- The total overflow left after global routing is 0.
- Summing every instance area after synthesis gives 10380 um^2.
- The iteration count recorded for the first detailed-route pass is 4.
- The worst setup path is captured at an output port.
- The TritonCTS clock tree is done.
- The number of maximum-capacitance violations recorded for the run is 0.
- The startpoint of the worst-slack reg-to-reg timing path is pntr_r[0]$_DFFE_PN0P_.
- The count of nets left with antenna violations after detail routing is 0.
- The run finished with clean final reports.
- Final hold analysis gives a worst-case slack of 0.6067 ns.
- The final count of hold timing violations is 0.
- The placer's final routability congestion estimate is 0.7495.
- In this run the standard cell core region covers 33780 um^2.
- For the worst-skew pair, the clock arrives at the later sink with an insertion delay of 0.52 ns.
- The die area is 35360 um^2.
- The number of antenna violations at the first check in global routing came to 1.
- The count of cell types in the netlist is 33.
- In this run the number of H-tree levels came out at 1.
- The max-slew violation count is 0.
- The slowest stage of the critical path is the dfrtp_4 cell.
- Entering global routing, the biggest net connects 37 pins.
- Across all layers, the routed design uses 4622 vias.
- Dividing the detail-routed via count by the number of cells gives 4.692.
- Setup repair after global routing left no endpoint under its margin.
- According to the floorplan report, the die width is 188.0 um.
- The headroom to the max-slew limit is 38.55%.
## critical path, delay by kind of cell, from the launching register on
family / cells / cell delay [ns]
flip-flops: 1 / 0.87
buffers and inverters: 2 / 1.11
multiplexers: 2 / 0.93
## cells in the mapped netlist
library cell,n,area share (%)
and2_1,2,0.12
and4_1,2,0.17
buf_1,2,0.072
buf_12,4,0.77
buf_2,12,0.58
buf_6,1,0.11
clkbuf_1,3,0.11
dfrtp_1,8,1.9
edfxtp_1,256,74
ha_1,2,0.24
inv_1,3,0.11
mux2_1,2,0.22
mux2_2,5,0.54
mux2_4,27,3.9
mux4_1,6,1.5
mux4_2,58,13
nand2_1,4,0.14
nand2b_1,2,0.12
nand4_1,2,0.12
nor2_1,4,0.14
nor2b_1,1,0.060
nor3_1,3,0.14
nor4_1,1,0.060
nor4_2,1,0.12
o311ai_0,2,0.17
o311ai_1,2,0.17
o41ai_1,2,0.17
o41ai_2,3,0.47
or2_2,1,0.060
or3_1,1,0.060
xnor2_1,5,0.42
xor2_1,1,0.084
xor2_2,3,0.47
## sequential cells by signal, indices dropped and copies added, names as in the netlist
signal	cells
pntr_w	4
mem_r	256
pntr_r	4
## per-stage QoR
step	std cells	util, %	cell area, um^2	setup slack [ns]
CTS	985	37.07	12520	1.913
finish	985	37.07	12520	2.005
detailed placement	941	34.44	11640	2.497
floorplan	431	-	10380	1.871
global placement	941	34.44	11640	2.496
global route	985	37.07	12520	1.790
## path summary, 6_finish.rpt
kind | to | slack (ns) | cells past startpoint
hold reg to reg | pntr_w[3]$_DFFE_PN0P_ | 0.61 | 2
min in group asynchronous | pntr_r[3]$_DFFE_PN0P_ | 1.15 | 1
hold / removal | pntr_w[3]$_DFFE_PN0P_ | 0.61 | 2
setup reg to reg | mem_r[1][12]$_DFFE_PP_ | 3.93 | 4
max in group asynchronous | pntr_r[1]$_DFFE_PN0P_ | 5.43 | 1
setup / recovery | pld_m[15] | 2.00 | 4
## layout make-up
cell class / count / area, um^2 / area share, %
clock inverter: 17 / 211.5 / 1.688
sequential: 264 / 7896 / 63.05
timing repair buffer: 84 / 803.3 / 6.414
clock buffer: 27 / 675.6 / 5.395
tap: 448 / 560.5 / 4.476
inverter: 3 / 11.26 / 0.08992
multi-input combinational: 142 / 2365 / 18.88
## per-layer routing
| layer | vias to the layer above | routed length, um | share of wire [%] |
|---|---|---|---|
| li1 | 2009 | - | - |
| met1 | 2292 | 7271 | 37 |
| met2 | 289 | 9345 | 47 |
| met3 | 30 | 2781 | 14 |
| met4 | 2 | 358 | 1.8 |
| met5 | - | 13 | 0.066 |
## cells by family after synthesis
family          synth area share (%)
fa+ha+maj                     0.2410
flops                          75.97
mux                            18.76
xor+xnor                      0.9762
compound gates                0.9763
simple gates                   1.326
buf+inv                        1.747
## power breakdown
part	leakage (nW)	switching [mW]	internal (mW)
combinational	1.15	0.631	0.975
clock	0.438	0.558	0.891
sequential	2.42	0.212	2.03
Power is estimated from default activity; no workload was simulated.
